==> design/flow/run.sh <==
#!/bin/bash
# OpenROAD 26Q1-2900-gdf79404cd8, Yosys 0.63+post, stock flow scripts
make -C /OpenROAD-flow-scripts/flow DESIGN_CONFIG=/design/flow/config.mk WORK_HOME=/design/flow/orfs finish
==> design/flow/config.mk <==
export PLATFORM = sky130hd
export DESIGN_NAME = relu
export DESIGN_NICKNAME = relu
export VERILOG_FILES = /design/flow/design.v
export SDC_FILE = /design/flow/constraint.sdc
export NUM_CORES = 4
export LEC_CHECK = 1
export CORE_AREA = 10 10 70 70
export DIE_AREA = 0 0 80 80
==> design/flow/constraint.sdc <==
current_design relu

set clk_period 1.9
set clk_io_pct 0.2

create_clock -name clk0 -period $clk_period

set non_clock_inputs [all_inputs -no_clocks]
set_input_delay [expr $clk_period * $clk_io_pct] -clock clk0 $non_clock_inputs
set_output_delay [expr $clk_period * $clk_io_pct] -clock clk0 [all_outputs]
==> design/flow/design.v <==
module relu #(
    parameter WIDTH = 16, 
    parameter FRAC  = 8 
)(
    input  logic signed [WIDTH-1:0] in,
    output logic signed [WIDTH-1:0] out 
);
    always_comb begin
        if (in > 0)
            out = in;
        else
            out = '0;
    end
endmodule
==> README.md <==
| Item | This run |
|---|---|
| Vias | 244 |
| Cell type with the highest occurrence count on the critical path | sky130_fd_sc_hd__clkdlybuf4s50_1 |
| Crit path cell chain | clkdlybuf4s50_1 -> nor2b_2 -> clkdlybuf4s50_1 |
| Result of the run | complete, no violations |
| DP Area | 513 µm² |
| Part of the Yosys area used for sequential elements | 0% |
| Final cell utilization of the core | 15.8% |
| Cell count of the worst hold path | 4 |
| RePlAce Congestion | 0.745 |
| DPL Wire Length | 1090 µm |
| Routed wire per std cell | 12.9 µm |
| OpenROAD warning count | 32 |
| Critical setup path kind | in -> out |
| Most common cell after layout, fill and taps aside | sky130_fd_sc_hd__clkdlybuf4s50_1 |
| Final setup violating endpoints | 0 |
| Share of layout cells above drive strength 1 | 28.6% |
| Power density of the placed cells | 178 nW/µm² |
| Diode insertion count for antenna repair | 0 |
| Area reported by Yosys stat | 144 µm² |
| Total Die Area | 6400 µm² |
| Part of the total power dissipated in combinational logic | 100.0% |
| Worst supply voltage drop on vdd | 32.3 µV |
| Non-Filler Instances | 95 |
| DRC violation count after routing | 0 |
| Number of cell rows | 21 |
| Cell internal pwr | 76.1 µW |
| Number of cells in Yosys stat | 18 |
| Number of setup buffers added after CTS | 0 |
| Number of global-route vias before repair | 274 |
| Wire length of the first global-routing pass | 1750 µm |
| Data required time of the worst path | 1.52 ns |
| Critical-path maximum fanout | 1 |
| Cells after DPL | 94 |
| Sequential cells | 0 |
| Worst path slowest cell | sky130_fd_sc_hd__clkdlybuf4s50_1 |
| Hold Crit Class | in -> out |
| Area grow syn2layout | 276% |
| Clock buffer instance count of the final layout | 0 |
| WL final | 1230 µm |
| Final count of hold timing violations | 0 |
| Number of detailed-route iterations in the first pass | 2 |
| Die height | 80 µm |
| CP endpoint | out[11] |
| DIE WIDTH | 80 µm |
| Total gr overflow | 0 |
| Max frequency | 543 MHz |
| Gate Count Post-Synth | 18 |
| Total of hold buffers inserted after clock tree synthesis | 0 |
| Max-cap check violation count | 0 |
| Worst setup startpoint | in[11] |
| Crit-path max cell delay | 0.48 ns |
| Routed Antenna Nets | 0 |
| Antenna violations before repair | 0 |
| Clock network power share | 0% |
| Max-slew violation count | 0 |
| Gr usage total | 3.63% |
| Part of the power in registers | 0% |
| Arrival time of the worst setup path | 1.46 ns |
| Initial core utilization | 4.21% |
| Syn Area/Cell | 7.99 µm² |
| Final hold slack | 1.44 ns |
| Shortest clock period the worst path allows after layout | 1.84 ns |
| Switching share of total power | 20.8% |
| Switch Pwr | 20.0 µW |
| Cell variety after synth | 7 |
| Most frequent cells in the layout | sky130_fd_sc_hd__clkdlybuf4s50_1 (28), sky130_fd_sc_hd__nor2b_2 (8), sky130_fd_sc_hd__and2b_2 (3) |
| Starting DRC count in detailed routing | 2 |
| Unrepaired setup endpoints after global routing | no |
| Post-synthesis instance area | 144 µm² |
| Input/output buffers | 31 |
| Per-cell via count in the routed design | 2.57 |
| Kind of start point of the critical path | primary input |
| Core Area | 3420 µm² |
| Ratio of final minimum period to clock period | 97.0% |
| Flop area | 0 µm² |
| Pin count of the biggest net entering global routing | 9 |
| Final Instance Area | 541 µm² |
| Setup crit end kind | output port |
| Number of warnings reported in the yosys synthesis log | 1 |
| Leakage component of the power | 0.000212 µW |
| Io pins | 32 |
-- Yosys cell counts --
cell type	instances	share of area, %
sky130_fd_sc_hd__and2b_1	2	10
sky130_fd_sc_hd__conb_1	1	2.6
sky130_fd_sc_hd__nor2b_1	3	13
sky130_fd_sc_hd__and2b_2	3	18
sky130_fd_sc_hd__buf_4	1	5.2
sky130_fd_sc_hd__buf_6	1	7.8
sky130_fd_sc_hd__nor2b_2	7	43
-- cell type report --
| cell class | count | area [µm²] |
|---|---|---|
| repair buffers | 33 | 355 |
| multi-input cells | 16 | 128 |
| well taps | 46 | 57.6 |
| fillers | 402 | 2880 |
-- metal layers --
layer | track usage, % | wire, µm
met1 | 5.01 | 525
met2 | 5.78 | 564
met3 | 1.02 | 138
met4 | 0 | 0
met5 | 0 | 0
-- cells by family (layout without fill, tap and decap cells) --
kind of cell / Yosys count / count (layout) / synth area share [%]
simple gates: 15 / 15 / 84.4
buf+inv: 2 / 33 / 13.0
other cells: 1 / 1 / 2.61
-- critical path: cells and delay by family --
family        cells  cell delay, ns
buf+inv           2            0.95
simple gates      1            0.14
-- power groups by stage --
stage	Combinational [µW]	Sequential [µW]	Clock, µW
finish	96.0	0	0
CTS	98.6	0	0
global route	103	0	0
-- stage by stage --
| step | worst slack, ns | total power (µW) | setup TNS [ns] |
|---|---|---|---|
| 6_report | 0.0575 | 96.0 | 0 |
| 5_1_grt | 0.0168 | 103 | 0 |
| 4_1_cts | 0.00379 | 98.6 | 0 |
| 3_5_place_dp | -0.153 | 91.3 | -1.48 |
| 3_3_place_gp | -0.134 | 91.0 | -1.42 |
| 2_1_floorplan | 0.948 | 18.6 | 0 |
-- timing repair --
action,4_1_cts,5_1_grt
setup endpoints to repair,15,5
resized,4,2
cloned,1,0
pin swaps,0,0
-- worst min-delay path by stage --
stage / from / endpoint / slack [ns]
after CTS: in[6] / out[6] / 1.55
after global routing: in[15] / out[6] / 1.47
final: in[15] / out[6] / 1.44
Power figures rest on the tool's default switching activity, not on a simulated workload.
